--- flow/run.sh ---
#!/bin/bash
# OpenROAD 26Q1-2900-gdf79404cd8, Yosys 0.63+post, stock flow scripts
make -C /OpenROAD-flow-scripts/flow DESIGN_CONFIG=/design/flow/config.mk WORK_HOME=/design/flow/orfs finish
--- flow/design.v ---
module segment(
     sin,
     seg
    );
     input [3:0] sin;
     output [7:0] seg;
     reg [7:0] seg;
    always @(*)
    begin
        case (sin) 
            4'b0000 : #1 seg = 8'b11111100;
            4'b0001 : #1 seg = 8'b01100000;
            4'b0010 : #1 seg = 8'b11011010;
            4'b0011 : #1 seg = 8'b11110010;
            4'b0100 : #1 seg = 8'b01100110;
            4'b0101 : #1 seg = 8'b10110110;
            4'b0110 : #1 seg = 8'b10111110;
            4'b0111 : #1 seg = 8'b11100000;
            4'b1000 : #1 seg = 8'b11111110;
            4'b1001 : #1 seg = 8'b11110110;
            default : #1 seg = 8'b00000000; 
        endcase
    end
endmodule
module B_adder(
    input wire [3:0] add_a,
    input wire [3:0] add_b,
    output reg [3:0] add_result_0,
    output reg [3:0] add_result_1
);
always @(*) begin
    if (add_a > 9 || add_b >9)begin
        add_result_1 = 4'b1111;
        add_result_0 = 4'b1111;
    end
    else begin
       if((add_a + add_b) >10)begin
        {add_result_1, add_result_0} = add_a + add_b + 6;
       end
       else begin
        {add_result_1, add_result_0} = add_a + add_b;
       end
       if(add_result_0 > 9)begin
        add_result_1 = add_result_1 + 1;
        add_result_0 = add_result_0 + 6;
       end
       else begin
        add_result_1 = add_result_1;
        add_result_0 = add_result_0;
       end
    end
end
endmodule
module BCD_a_FND(
    input [3:0] a,
    input [3:0] b,
    output wire [7:0] seg1,
    output wire [7:0] seg0
    );
wire [3:0] r0;
wire [3:0] r1;
B_adder ba0 (
    .add_a(a),
    .add_b(b),
    .add_result_0(r0),
    .add_result_1(r1)
);
segment s0 (
    .sin(r0),
    .seg(seg0)
);
segment s1 (
    .sin(r1),
    .seg(seg1)
);
endmodule 
--- flow/config.mk ---
export PLATFORM = sky130hd
export DESIGN_NAME = BCD_a_FND
export DESIGN_NICKNAME = BCD_a_FND
export VERILOG_FILES = /design/flow/design.v
export SDC_FILE = /design/flow/constraint.sdc
export NUM_CORES = 4
export LEC_CHECK = 1
export CORE_AREA = 10 10 70 70
export DIE_AREA = 0 0 80 80
--- flow/constraint.sdc ---
current_design BCD_a_FND

set clk_period 5.3
set clk_io_pct 0.2

create_clock -name clk0 -period $clk_period

set non_clock_inputs [all_inputs -no_clocks]
set_input_delay [expr $clk_period * $clk_io_pct] -clock clk0 $non_clock_inputs
set_output_delay [expr $clk_period * $clk_io_pct] -clock clk0 [all_outputs]
==> reports/qor.json <==
{
  "result_of_the_run": "finished, final reports clean",
  "clkPwrFrac": 0,
  "detailed_routing_iterations_pass_1": 4,
  "residual_drc_count": 0,
  "min_period_over_period": 0.986,
  "post_synth_num_cell_types": 40,
  "slew_violations": 0,
  "fp.dieArea_um2": 6400,
  "placement.io_buffers": 22,
  "postRouteAntennaNets": 0,
  "yosys-stat-area_um2": 932,
  "timing.critical_path.arrival_ns": 4.17,
  "layout.cell_area.non_filler_um2": 1890,
  "synth.largest_area_cell": "sky130_fd_sc_hd__ha_1",
  "crit_path_start_kind": "input pin",
  "worst_path_most_repeated_cell": "sky130_fd_sc_hd__buf_6",
  "fin_util": 0.552,
  "dp_hpwl_um": 2100,
  "timing.hold.worst.class": "in2out",
  "avgRoutedWirePerCell_um": 12.7,
  "p_leak_nw": 0.932,
  "hold_path_startpoint": "b[0]",
  "grt_antenna_before_repair": 0,
  "synth_top_area_share": 0.268,
  "combinational_power_share": 1.000,
  "vdd_ir_drop_max_mv": 0.171,
  "yosysWarnings": 2,
  "post_synth.cell_area_avg_um2": 7.52,
  "path_cells": "buf_6 -> ha_4 -> fa_2 -> a21o_1 -> a21oi_2 -> ha_2 -> buf_6 -> mux2i_4 -> nand2_2 -> ha_4 -> nor2_2 -> o21a_1 -> mux2_4 -> buf_6 -> or4b_1 -> nand3_1 -> buf_2",
  "n_antenna_cell": 0,
  "crit_path_start": "a[0]",
  "die_ht_um": 80,
  "power.density_nw_per_um2": 290,
  "area_post_placement_um2": 1490,
  "grt.total_usage": 0.0928,
  "grt_pass1_wl_um": 5230,
  "syn_inst": 124,
  "area.combinational_um2": 1130,
  "fillerInstances": 276,
  "route.vias.total": 1189,
  "setup_ws_ns": 0.0734,
  "openroad.warnings": 43,
  "p_sw_frac": 0.424,
  "worst-path-max-fanout": 4,
  "ff_count": 0,
  "power_switching_mw": 0.232,
  "timing.fmax_ghz": 0.191,
  "yosys.cell_count.top_type": "sky130_fd_sc_hd__ha_1",
  "syn-cell-area_um2": 932,
  "share_seq_of_total_power": 0,
  "register_area_um2": 0,
  "rsz0062_at_grt": "true",
  "core-area_um2": 3420,
  "final.clkbuf_count": 0,
  "netlist_top_cells_count": "sky130_fd_sc_hd__ha_1 (20), sky130_fd_sc_hd__inv_1 (10), sky130_fd_sc_hd__a21o_1 (9), sky130_fd_sc_hd__nor2_1 (9)",
  "path_delay_family": "adder cells",
  "routabilityCongestion": 0.849,
  "die_width_um": 80,
  "post-place-ws_ns": -0.724,
  "areaGrowthSynthToFinish_pct": 102,
  "critical_path.n_buffers_inverters": 4,
  "post_route_cells_drive_above_1_share": 0.574,
  "grt_max_degree": 10,
  "yosys_stat_cell_total": 124,
  "num_rows": 21,
  "wirelength_um": 3170,
  "report.final.setup_viol": 0,
  "timing_worst_setup_path_type": "in2out",
  "gr-total-overflow": 0,
  "timing.critical_path.slowest_stage_cell": "sky130_fd_sc_hd__or4b_1",
  "cpPeakStageDelay_ns": 0.46,
  "layout_min_cycle_time_ns": 5.23,
  "critPathRequiredTime_ns": 4.24,
  "hold_violations": 0,
  "ys_seq_frac": 0,
  "num_ports": 24,
  "post_cts_hold_buffers": 0,
  "fin_setup_tns_ns": 0,
  "core_utilization_before_placement": 0.273,
  "total_internal_power_mw": 0.315,
  "max-cap-violations": 0,
  "endpoint_kind": "output port",
  "grt_pass1_vias": 1163,
  "drt_first_iter_violations": 35,
  "topCellsByArea": "sky130_fd_sc_hd__ha_1 (27%), sky130_fd_sc_hd__a21o_1 (7.2%), sky130_fd_sc_hd__a21oi_1 (4.3%)",
  "detail_route.vias_per_cell": 4.76
}
-- power groups by stage --
stage	clock network (mW)	registers [mW]	logic (mW)
6_report	0	0	0.547
5_1_grt	0	0	0.595
4_1_cts	0	0	0.503
-- worst paths after layout --
kind              depth (start not counted)       to
setup / recovery                         17  seg0[3]
hold / removal                            6  seg0[3]
-- area by class of cell --
cell class | count | share of cell area
Tap cell | 46 | 0.0305
Timing Repair Buffer | 83 | 0.348
Inverter | 10 | 0.0199
Multi-Input combinational cell | 111 | 0.602
-- placed cells by master, fill, tap and decap left out, types with 3 or more instances in the layout --
master / Yosys / layout
sky130_fd_sc_hd__a2111oi_4: 0 / 3
sky130_fd_sc_hd__ha_4: 0 / 6
sky130_fd_sc_hd__nand2_1: 8 / 7
sky130_fd_sc_hd__buf_6: 0 / 8
sky130_fd_sc_hd__a21o_1: 9 / 9
sky130_fd_sc_hd__a21oi_2: 3 / 8
sky130_fd_sc_hd__buf_2: 0 / 6
sky130_fd_sc_hd__buf_4: 2 / 55
sky130_fd_sc_hd__o21ai_0: 8 / 4
sky130_fd_sc_hd__ha_2: 0 / 3
sky130_fd_sc_hd__clkbuf_2: 0 / 3
sky130_fd_sc_hd__ha_1: 20 / 11
sky130_fd_sc_hd__dlygate4sd2_1: 0 / 6
sky130_fd_sc_hd__inv_1: 10 / 9
sky130_fd_sc_hd__mux2i_1: 4 / 3
sky130_fd_sc_hd__nor2_1: 9 / 6
sky130_fd_sc_hd__nand2b_1: 5 / 5
sky130_fd_sc_hd__nor2_2: 0 / 3
-- timing repair --
action / CTS / global route
pin swaps: 32 / 23
gates resized: 84 / 22
setup endpoints to repair: 13 / 10
buffers inserted: 19 / 3
-- layer usage --
metal | global-route usage | vias to the layer above | share of wire
li1 | - | 610 | -
met1 | 0.135 | 569 | 0.52
met2 | 0.152 | 10 | 0.46
met3 | 0.00795 | 0 | 0.023
met4 | 0 | 0 | 0
met5 | 0 | - | 0
-- cell families (layout without fill, tap and decap cells) --
| family | after synthesis | after routing | share of synthesized area |
|---|---|---|---|
| and+or+nand+nor | 39 | 39 | 0.232 |
| other | 1 | 2 | 0.00402 |
| adders and majority gates | 21 | 21 | 0.290 |
| muxes | 5 | 5 | 0.0591 |
| AOI/OAI and AO/OA | 42 | 42 | 0.323 |
| buffers and inverters | 14 | 93 | 0.0644 |
| xor gates and xnor gates | 2 | 2 | 0.0269 |
-- through the flow --
stage,hold slack [ns],cells,power (mW)
after global placement,3.43,229,0.378
after floorplan,2.41,125,0.198
final,2.71,250,0.547
after CTS,2.72,248,0.503
after detailed placement,3.42,229,0.383
after global routing,2.76,250,0.595
Power figures rest on the tool's default switching activity, not on a simulated workload.
