[design/flow/run.sh]
#!/bin/bash
# OpenROAD 26Q1-2900-gdf79404cd8, Yosys 0.63+post, stock flow scripts
make -C /OpenROAD-flow-scripts/flow DESIGN_CONFIG=/design/flow/config.mk WORK_HOME=/design/flow/orfs finish
[design/flow/config.mk]
export PLATFORM = sky130hd
export DESIGN_NAME = stopwatch
export DESIGN_NICKNAME = stopwatch
export VERILOG_FILES = /design/flow/design.v
export SDC_FILE = /design/flow/constraint.sdc
export NUM_CORES = 4
export LEC_CHECK = 1
export CORE_UTILIZATION = 30
[design/flow/constraint.sdc]
current_design stopwatch

set clk_period 3.4
set clk_io_pct 0.2

create_clock -name clk0 -period $clk_period [get_ports {clock}]

set non_clock_inputs [all_inputs -no_clocks]
set_input_delay [expr $clk_period * $clk_io_pct] -clock clk0 $non_clock_inputs
set_output_delay [expr $clk_period * $clk_io_pct] -clock clk0 [all_outputs]
[design/flow/design.v]
module stopwatch(
    input clock,
    input reset,
    input start,
    output a, b, c, d, e, f, g, dp,
    output [3:0] an
    );
reg [3:0] reg_d0, reg_d1, reg_d2, reg_d3;  
reg [22:0] ticker;  
wire click;
always @ (posedge clock or posedge reset)
begin
 if(reset)
  ticker <= 0;
 else if(ticker == 5000000)  
  ticker <= 0;
 else if(start)  
  ticker <= ticker + 1;
end
assign click = ((ticker == 5000000)?1'b1:1'b0);  
always @ (posedge clock or posedge reset)
begin
 if (reset)
  begin
   reg_d0 <= 0;
   reg_d1 <= 0;
   reg_d2 <= 0;
   reg_d3 <= 0;
  end
 else if (click)  
  begin
   if(reg_d0 == 9)  
   begin   
    reg_d0 <= 0;
    if (reg_d1 == 9)  
    begin   
     reg_d1 <= 0;
     if (reg_d2 == 5)  
     begin  
      reg_d2 <= 0;
      if(reg_d3 == 9)  
       reg_d3 <= 0;
      else
       reg_d3 <= reg_d3 + 1;
     end
     else  
      reg_d2 <= reg_d2 + 1;
    end
    else  
     reg_d1 <= reg_d1 + 1;
   end 
   else  
    reg_d0 <= reg_d0 + 1;
  end
end
localparam N = 18;
reg [N-1:0]count;
always @ (posedge clock or posedge reset)
 begin
  if (reset)
   count <= 0;
  else
   count <= count + 1;
 end
reg [6:0]sseg;
reg [3:0]an_temp;
reg reg_dp;
always @ (*)
 begin
  case(count[N-1:N-2])
   2'b00 : 
    begin
     sseg = reg_d0;
     an_temp = 4'b1110;
     reg_dp = 1'b1;
    end
   2'b01:
    begin
     sseg = reg_d1;
     an_temp = 4'b1101;
     reg_dp = 1'b0;
    end
   2'b10:
    begin
     sseg = reg_d2;
     an_temp = 4'b1011;
     reg_dp = 1'b1;
    end
   2'b11:
    begin
     sseg = reg_d3;
     an_temp = 4'b0111;
     reg_dp = 1'b0;
    end
  endcase
 end
assign an = an_temp;
reg [6:0] sseg_temp; 
always @ (*)
 begin
  case(sseg)
   4'd0 : sseg_temp = 7'b1000000;
   4'd1 : sseg_temp = 7'b1111001;
   4'd2 : sseg_temp = 7'b0100100;
   4'd3 : sseg_temp = 7'b0110000;
   4'd4 : sseg_temp = 7'b0011001;
   4'd5 : sseg_temp = 7'b0010010;
   4'd6 : sseg_temp = 7'b0000010;
   4'd7 : sseg_temp = 7'b1111000;
   4'd8 : sseg_temp = 7'b0000000;
   4'd9 : sseg_temp = 7'b0010000;
   default : sseg_temp = 7'b0111111;  
  endcase
 end
assign {g, f, e, d, c, b, a} = sseg_temp; 
assign dp = reg_dp;
endmodule
==> results.cfg <==
; physical design summary
[power]
power_density_nw_per_um2 = 451.9
vdd_drop_max_mv = 0.2799
p_leak_nw = 1.553

[routing]
diodes = 0
wirelength_um = 5754
firstDrtPassIters = 4
drt_drc_violations_left = 0
wire_per_inst_um = 12.32
viasPerCell = 4.919
num_vias = 2297
first_iter_violations = 118
drtAntennaViolNets = 0

[floorplan]
die_h_um = 103.5
core_area_um2 = 9864
row_count = 36
fp_util = 0.3133
die_w_um = 103.5
io_pins = 15
dieArea_um2 = 10710

[logic_synthesis]
edf_count = 0
syn_inst = 307
aoi_share = 0.05506
ys_sh_adder = 0.02429
netlist.area_leader.share = 0.4615
synth_area_um2 = 3090
synth.distinct_cells = 48
yosysTopAreaCell = dfrtp_1
yosys-stat-cells = 307
ys_async_sr_fraction = 1.000
logic_family = simple AND/OR/NAND/NOR gates
ys_seq_share = 0.4615
ys_ff = 57
mux_area_frac = 0.05668
ys_area_um2 = 3090
yosys.area_share.simple = 0.2522
syn_avg_cell_area_um2 = 10.07
synthXorXnorAreaFrac = 0.1134
ff_type = dfrtp_1
yosysWarnings = 1
ys_top_cells_by_area = dfrtp_1, xnor2_1, xor2_1

[worst_hold_path]
hold_class = reg2reg

[timing]
finalHoldViolations = 0
fmax_ghz = 0.3128
fin_skew_ns = 0.005951
fin_crit_sh = 0.9402
setup_viol = 0
slew_viol_final = 0
hold_ws_ns = 0.4705
fin_tns_setup_ns = 0
rsz0062_at_grt = false
layout_min_cycle_time_ns = 3.197
slew_headroom = 0.5816
tightest_slew_ns = 0.6267

[global_route]
grt_pass1_wl_um = 10130
antenna_found_initial = 0
grt.total_usage = 0.1234
grt_pass1_vias = 2152
grt_max_degree = 29
overflow = 0

[place]
place_congestion = 0.8137
dp_hpwl_um = 4112
port_buffers = 14
dpl-instance-area_um2 = 3385

[cts]
numCtsBuffers = 9
h-tree-depth = 3
cts.clk_slew.worst_paths_ns = 0.06
cts.repair.resized = 0
clock_path_buffers = 2
cts_root_buffer = clkbuf_8
cts_hold_buf = 0
post_cts_buffers = 0
clock_latency_ns = 0.34
cts.sinks = 57
cts_tree = done

[worst_setup_path]
path_buffers = 1
critical_path_class = reg2out
crit_fanout = 10
cpLargestDelayFamily = multiplexers
crit_arrival_ns = 2.52
cp_slowest_cell = mux4_2
critPathLaunchType = register
cp_cell_sequence = mux4_2 -> nand2b_1 -> mux2_2 -> o21ai_1 -> clkdlybuf4s50_1
cp-end-kind = output pin
cpPeakStageDelay_ns = 0.63
required_ns = 2.72

[flow_run]
tool_warnings = 28
cap_violations = 0

[cells_and_area]
drive_above_1_share = 0.1138
fin_area_um2 = 3615
fillerInstances = 959
area_growth_pct = 16.96

[run_status]
status = finished, final reports clean
cell usage in the layout (no fill, tap or decap), drive strengths merged, types with 5 or more instances in the layout:
master	count
dfrtp	57
nand2	24
xnor2	23
inv	21
nand3	19
nor2	19
xor2	17
clkdlybuf4s50	14
nor3	13
nand4	13
clkbuf	11
nor4	9
o21ai	9
a21oi	7
and3	6
ha	6
or2	5
routing by layer:
metal	up-vias	track usage	part of all wire
met5	-	0	0
met2	38	0.1778	0.44
li1	1138	-	-
met3	9	0.02186	0.037
met4	0	0.01733	0.018
met1	1112	0.2040	0.50
worst paths after layout:
path	startpoint	endpoint	slack, ns	cells past startpoint
min in group asynchronous	reset	ticker[22]$_DFFE_PP0P_	0.74	2
hold reg to reg	count[9]$_DFF_PP0_	count[9]$_DFF_PP0_	0.47	1
setup / recovery	count[16]$_DFF_PP0_	d	0.20	5
max in group asynchronous	reset	count[5]$_DFF_PP0_	2.01	3
setup reg to reg	reg_d0[1]$_DFFE_PP0N_	reg_d3[1]$_DFFE_PP0P_	1.41	4
hold / removal	count[9]$_DFF_PP0_	count[9]$_DFF_PP0_	0.47	1
area by class of cell:
type / count / area, um^2 / share of cell area
clock buffer: 11 / 151.4 / 0.04188
clock inverter: 5 / 77.57 / 0.02146
timing repair buffer: 17 / 162.7 / 0.04500
tap: 133 / 166.4 / 0.04604
inverter: 21 / 78.83 / 0.02181
multi-input combinational: 223 / 1550 / 0.4289
sequential: 57 / 1428 / 0.3949
cells by family (layout without fill, tap and decap cells):
group / Yosys count / count (layout)
simple gates: 138 / 138
flops: 57 / 57
xor+xnor: 40 / 40
compound gates: 27 / 27
buf+inv: 27 / 54
mux: 12 / 12
fa+ha+maj: 6 / 6
where the power goes:
| group | switching [mW] | leakage, nW | internal, mW |
|---|---|---|---|
| logic | 0.0682 | 0.690 | 0.0607 |
| clock network | 0.273 | 0.115 | 0.450 |
| registers | 0.0637 | 0.747 | 0.718 |
cells in the mapped netlist (3+ instances only):
cell type,instances
o31ai_1,4
xnor2_1,23
nor3b_1,3
nor2_1,18
xor2_1,17
mux2i_1,4
nor3_1,13
a21oi_1,6
mux2_2,4
nor4b_1,4
mux4_2,4
nand3_1,18
and4_1,4
ha_1,6
or3_1,3
dfrtp_1,57
nor4_1,9
o21ai_0,7
nand2b_1,3
nand4_1,13
and3_1,6
nand2_1,24
buf_2,4
inv_1,21
stage by stage:
stage               setup slack, ns  power, mW  utilization  cells
finish                       0.2033      1.633       0.3664    467
global route                0.03066      1.714       0.3664    467
CTS                         0.08738      1.650       0.3663    467
detailed placement           0.4612     0.9244       0.3431    451
global placement             0.4949     0.9203       0.3431    451
floorplan                     1.095     0.8835            -    307
sequential cells by signal, indices dropped and copies added (netlist names):
signal  flops
reg_d0      4
reg_d2      4
count      18
ticker     23
reg_d1      4
reg_d3      4
No activity file was given, so power comes from the tool's default toggle rates.
